### flow/run.sh
#!/bin/bash
# OpenROAD 26Q1-2900-gdf79404cd8, Yosys 0.63+post, stock flow scripts
make -C /OpenROAD-flow-scripts/flow DESIGN_CONFIG=/design/flow/config.mk WORK_HOME=/design/flow/orfs finish
### flow/config.mk
export PLATFORM = sky130hd
export DESIGN_NAME = KeyBoard_speaker
export DESIGN_NICKNAME = KeyBoard_speaker
export VERILOG_FILES = /design/flow/design.v
export SDC_FILE = /design/flow/constraint.sdc
export NUM_CORES = 4
export LEC_CHECK = 1
export CORE_UTILIZATION = 30
### flow/constraint.sdc
current_design KeyBoard_speaker

set clk_period 4.8
set clk_io_pct 0.2

create_clock -name clk0 -period $clk_period [get_ports {clk}]

set non_clock_inputs [all_inputs -no_clocks]
set_input_delay [expr $clk_period * $clk_io_pct] -clock clk0 $non_clock_inputs
set_output_delay [expr $clk_period * $clk_io_pct] -clock clk0 [all_outputs]
### flow/design.v
`timescale 1ns / 1ps
module Div_n_Frequency_C4 (  
    input  clk,
    output reg  o_clk
    );
    reg[27:0] counter=28'd0;
    parameter DIVISOR = 28'd382225;
    always @(posedge clk) begin
    counter <= counter + 28'd1;
     if(counter>=(DIVISOR-1))
        counter <= 28'd0;
    o_clk <= (counter<DIVISOR/2)?1'b1:1'b0;
    end
endmodule
module Div_n_Frequency_D4 (  
    input  clk,
    output reg  o_clk
    );
    reg[27:0] counter=28'd0;
    parameter DIVISOR = 28'd340524;
    always @(posedge clk) begin
    counter <= counter + 28'd1;
     if(counter>=(DIVISOR-1))
        counter <= 28'd0;
    o_clk <= (counter<DIVISOR/2)?1'b1:1'b0;
    end
endmodule
module Div_n_Frequency_E4 (
    input  clk,
    output reg  o_clk
    );
    reg[27:0] counter=28'd0;
    parameter DIVISOR = 28'd303372;
    always @(posedge clk) begin
    counter <= counter + 28'd1;
     if(counter>=(DIVISOR-1))
        counter <= 28'd0;
    o_clk <= (counter<DIVISOR/2)?1'b1:1'b0;
    end
endmodule
module Div_n_Frequency_F4 (
    input  clk,
    output reg  o_clk
    );
    reg[27:0] counter=28'd0;
    parameter DIVISOR = 28'd286345;
    always @(posedge clk) begin
    counter <= counter + 28'd1;
     if(counter>=(DIVISOR-1))
        counter <= 28'd0;
    o_clk <= (counter<DIVISOR/2)?1'b1:1'b0;
    end
endmodule
module Div_n_Frequency_G4 (
    input  clk,
    output reg  o_clk
    );
    reg[27:0] counter=28'd0;
    parameter DIVISOR = 28'd255106;
    always @(posedge clk) begin
    counter <= counter + 28'd1;
     if(counter>=(DIVISOR-1))
        counter <= 28'd0;
    o_clk <= (counter<DIVISOR/2)?1'b1:1'b0;
    end
endmodule
module Div_n_Frequency_A4 (
    input  clk,
    output reg  o_clk
    );
    reg[27:0] counter=28'd0;
    parameter DIVISOR = 28'd227272;
    always @(posedge clk) begin
    counter <= counter + 28'd1;
     if(counter>=(DIVISOR-1))
        counter <= 28'd0;
    o_clk <= (counter<DIVISOR/2)?1'b1:1'b0;
    end
endmodule
module Div_n_Frequency_B4 (
    input  clk,
    output reg  o_clk
    );
    reg[27:0] counter=28'd0;
    parameter DIVISOR = 28'd202475;
    always @(posedge clk) begin
    counter <= counter + 28'd1;
     if(counter>=(DIVISOR-1))
        counter <= 28'd0;
    o_clk <= (counter<DIVISOR/2)?1'b1:1'b0;
    end
endmodule
module Div_n_Frequency_C5 (
    input  clk,
    output reg  o_clk
    );
    reg[27:0] counter=28'd0;
    parameter DIVISOR = 28'd191112;
    always @(posedge clk) begin
    counter <= counter + 28'd1;
     if(counter>=(DIVISOR-1))
        counter <= 28'd0;
    o_clk <= (counter<DIVISOR/2)?1'b1:1'b0;
    end
endmodule
`timescale 1ns / 1ps
module KeyBoard_speaker(
    input clk ,
    input  [2:0] in_key ,  
    output [3:0] out_singal ,  
    output reg music  
    );
    wire [3:0] get_keyboard_code; 
    wire [8:1] music_code ; 
    Div_n_Frequency_C4 C4( .clk(clk),.o_clk(music_code[1]));
    Div_n_Frequency_D4 D4( .clk(clk), .o_clk(music_code[2]));
    Div_n_Frequency_E4 E4( .clk(clk),.o_clk(music_code[3]));
    Div_n_Frequency_F4 F4( .clk(clk),.o_clk(music_code[4]));
    Div_n_Frequency_G4 G4( .clk(clk), .o_clk(music_code[5]));
    Div_n_Frequency_A4 A4( .clk(clk),.o_clk(music_code[6]));
    Div_n_Frequency_B4 B4( .clk(clk),.o_clk(music_code[7]));
    Div_n_Frequency_C5 C5( .clk(clk),.o_clk(music_code[8]));
    eight_pin_keyborad EPK (
    .clk(clk) ,
    .in_key(in_key) ,  
    .out_singal(out_singal) ,  
    .out_code_number(get_keyboard_code)
    );
    always @(get_keyboard_code) begin 
        case (get_keyboard_code)
            4'b0001 : music <= music_code[1] ; 
            4'b0010 : music <= music_code[2] ; 
            4'b0011 : music <= music_code[3] ; 
            4'b0100 : music <= music_code[4] ; 
            4'b0101 : music <= music_code[5] ; 
            4'b0110 : music <= music_code[6] ; 
            4'b0111 : music <= music_code[7] ; 
            4'b1000 : music <= music_code[8] ; 
            default : music <= 1'b0 ; 
        endcase 
    end 
endmodule
`timescale 1ns / 1ps
module Div_n_Frequency_keyboard(
    input  clk,
    output reg  o_clk
    );
    reg[27:0] counter=28'd0;
    parameter DIVISOR = 28'd100000; 
    always @(posedge clk) begin
    counter <= counter + 28'd1;
     if(counter>=(DIVISOR-1)) counter <= 28'd0;
    o_clk <= (counter<DIVISOR/2)?1'b1:1'b0;
    end
endmodule
module Keyboard_SS_ultar(
    input clk ,
    input  [2:0] in_key ,  
    output [3:0] out_singal ,  
    output [7:0]light_code, 
    output [6:0] decode ,
    output DP_out
    );
    wire[3:0]out_code_number ; 
    reg DP = 1'b0; 
    reg [7:0]light_on = 8'b00000001 ;  
    eight_pin_keyborad EPK(
        .clk(clk) ,
        .in_key(in_key) ,  
        .out_singal(out_singal) ,  
        .out_code_number(out_code_number)
    );
    always @(out_code_number) begin 
        if (out_code_number == 12) begin 
            DP <= 1'b1 ; 
        end 
        else begin 
            DP <= 1'b0 ; 
        end 
    end 
    Seven_segment_display_ultra SS_U(
        .light_on(light_on) ,
        .BCD(out_code_number) ,
        .DP(DP),  
        .light_code(light_code), 
        .decode(decode) ,
        .DP_out(DP_out)
    );
endmodule
`timescale 1ns / 1ps
module eight_pin_keyborad(
    input clk ,
    input  [2:0] in_key ,  
    output reg [3:0] out_singal ,  
    output reg [3:0] out_code_number,
    output reg out_data_stats
    );
    wire o_clk ; 
    reg is_in_data ;  
    Div_n_Frequency_keyboard Div_1000 (
       .clk(clk) , 
       .o_clk(o_clk)
    ) ; 
    initial begin 
        out_singal <= 4'b1000 ; 
        is_in_data <= 1'b0 ; 
        out_data_stats <= 1'b0 ; 
    end 
    always @(posedge o_clk) begin 
        out_singal [3] <= out_singal [0] ;
        out_singal [2] <= out_singal [3] ;
        out_singal [1] <= out_singal [2] ;
        out_singal [0] <= out_singal [1] ;
    end 
    always @(in_key , out_singal) begin   
        case (in_key) 
            3'b100  : begin 
                case (out_singal)
                    4'b1000 : begin  is_in_data <= 1'b1 ;  out_code_number <= 4'b0001; out_data_stats <= 1'b1 ; end  
                    4'b0100 : begin  is_in_data <= 1'b1 ;  out_code_number <= 4'b0100; out_data_stats <= 1'b1 ; end 
                    4'b0010 : begin is_in_data <= 1'b1 ;  out_code_number <= 4'b0111 ; out_data_stats <= 1'b1 ; end  
                    4'b0001 : begin is_in_data <= 1'b1 ;  out_code_number <= 4'b1100 ; out_data_stats <= 1'b1 ; end 
                endcase 
            end 
            3'b010  : begin 
                case (out_singal)
                    4'b1000 : begin  is_in_data <= 1'b1 ; out_code_number <= 4'b0010 ; out_data_stats <= 1'b1 ; end  
                    4'b0100 : begin  is_in_data <= 1'b1 ; out_code_number <= 4'b0101 ; out_data_stats <= 1'b1 ; end  
                    4'b0010 : begin  is_in_data <= 1'b1 ; out_code_number <= 4'b1000 ; out_data_stats <= 1'b1 ; end  
                    4'b0001 : begin  is_in_data <= 1'b1 ; out_code_number <= 4'b0000 ; out_data_stats <= 1'b1 ; end  
                endcase
            end 
            3'b001  : begin 
                case (out_singal)
                    4'b1000 : begin  is_in_data <= 1'b1 ;out_code_number <= 4'b0011 ; out_data_stats <= 1'b1 ; end  
                    4'b0100 : begin is_in_data <= 1'b1 ; out_code_number <= 4'b0110 ; out_data_stats <= 1'b1 ; end  
                    4'b0010 : begin is_in_data <= 1'b1 ; out_code_number <= 4'b1001 ; out_data_stats <= 1'b1 ; end  
                    4'b0001 : begin is_in_data <= 1'b1 ; out_code_number <= 4'b1011 ; out_data_stats <= 1'b1 ; end  
                endcase
            end 
            default : begin is_in_data <= 1'b0 ; out_code_number <= 4'b1111 ; out_data_stats <= 1'b0 ;end  
        endcase
    end 
endmodule
==> run notes <==
impl run done, here's what came out: status complete, no violations, first-pass GRT wire length 29510 um, fin crit period 2.934 ns, Area Growth Syn to Fin 18.78%, Die Span Y 186.5 um, global routing usage on met1 15.15%, clock skew 0.006371 ns, core footprint 33530 um^2, Worst Path Required 3.84 ns, Cell variety after synth 66, EDFF count, synth 0, final core utilization 36.16%, clk root buf clkbuf_16, peak supply drop 0.3089 mV, leakage power 4.191 nW, IO buf count 8, 1st-pass router iterations 4, Slew HR 48.18%, fin crit share 61.12%, Switch Pwr 0.9168 mW, FP Core Util 30.44%, most frequent logic cells in the routed design dfxtp_1, nor2_1, conb_1, nand3_1, xor2_1, Filler cells 3289, WL per Instance 9.979 um, CP Capture Type output pin, largest net degree at the start of global routing 20, clock transition at the registers of the reported paths 0.06 ns, Comb pwr share 0.5%, HPWL Detailed 11050 um, Dominant Register Cell dfxtp_1, Sequential Power Share 48.7%, tool warnings 31, switching part of the total 20.11%, RR Startpoint A4.counter[0], worst reg2reg path endpoint A4.counter[6], 1st-iter DRT viols 461, Final WS setup 1.866 ns, end of the worst hold path C5.counter[0], Yosys Warn Count 11, reg2reg path depth 6, H-Tree Depth 1, Chip Area, Yosys 10210 um^2, endpoints left unconstrained 12, synthesized area 10210 um^2, antenna-violating nets left 0, setup violators final 0, Vias 7247, clk buf depth 3, Hold Path Depth 1, Final TNS setup 0 ns, final hold viol count 0, Internal 3.641 mW, CTS tree done, vias per cell 4.319, Max Cap Viol 0, drt total wl 16750 um, initial antenna violation count 0, met3 usage 2.132%, FMAX 0.3408 GHz, unrepaired setup endpoints after global routing false, Cells after Synth 1103, Slew @ Worst Pin 0.7721 ns, register pins left without a clock 8, full die area 34770 um^2, launching element type of the critical path flip-flop, # DRC 0, clock power share 50.7%, Num CTS Buffers 29, vias in the first global route 6534, Hold WC Path Type flip-flop to flip-flop, antenna cells 0, worst slack, placed 2.363 ns, M2 GR Usage 14.82%, hold path startpoint C5.counter[0], critical path class flip-flop to output pin, most frequent logic cell in the layout dfxtp_1, row cnt 67, GP Congestion 0.8299, reg2reg setup slack 2.80 ns, Top-Level Pins 9, Latency at later pin 0.53 ns, Total GRT Usage 9.994%, total grt overflow 0, CP Data Arrival Time 1.97 ns, Post-synth regs 269, pwr dens 375.9 nW/um^2, fraction of layout cells with a size suffix above 1 5.691%, Max FO, Critical Path 1, worst hold slack 0.4475 ns, FFs w/ async S/R, synth 0%, die width 186.5 um, hold_buf cts 0, # Cells Yosys 1103, final slew viol count 0, PostCTS Resize Cnt 0, Avg Inst Size Synth 9.255 um^2, post-CTS setup buffer count 0, busiest grt layer met1
-- kinds of logic after synthesis --
kind of cell / share of synthesized area (%)
latches: 0.5883
mux: 0.4412
buf+inv: 2.316
simple gates: 24.11
xor+xnor: 12.44
flops: 51.97
other cells: 0.03673
compound gates: 6.386
fa+ha+maj: 1.716
-- area by class of cell --
class / instances / area (um^2) / share of cell area [%]
multi-input combinational: 863 / 4930 / 40.66
inverter: 34 / 127.6 / 1.053
sequential: 269 / 5365 / 44.25
tap: 448 / 560.5 / 4.623
clock buffer: 35 / 808.3 / 6.666
clock inverter: 18 / 231.5 / 1.909
timing repair buffer: 11 / 102.6 / 0.8461
-- metal layers --
layer	vias to the layer above	share of wire [%]
li1	3913	-
met2	74	42
met5	-	0
met1	3228	51
met4	0	2.5
met3	32	4.7
-- cell usage after synthesis, types with 5 or more instances --
library cell	instances	area [um^2]
clkbuf_1	12	45.04
inv_1	34	127.6
a21oi_1	20	100.1
nand3_1	79	395.4
xnor2_1	67	586.8
buf_2	8	40.04
xor2_1	78	683.2
and3_1	17	106.4
nor3_1	38	190.2
a211oi_1	7	52.55
o21ai_0	19	95.09
nor2_1	221	829.6
nor4_1	27	168.9
a31oi_1	5	31.28
dfxtp_1	265	5305
nand4_1	33	206.5
nand2_1	65	244.0
ha_1	14	175.2
o211ai_1	7	52.55
-- sequential cells by signal, indices dropped and copies added, names as in the netlist, 4 cells and up --
signal	count
A4.counter	28
B4.counter	28
C4.counter	28
C5.counter	28
D4.counter	28
E4.counter	28
EPK.Div_1000.counter	28
EPK.out_code_number	4
EPK.out_singal	4
F4.counter	28
G4.counter	28
-- per-stage QoR --
stage	cells	instance area, um^2	power (mW)
2_1_floorplan	1189	10530	2.283
3_3_place_gp	1625	11090	2.292
3_5_place_dp	1625	11090	2.295
4_1_cts	1678	12130	4.632
5_1_grt	1678	12130	4.735
6_report	1678	12130	4.558
-- worst max-delay path by stage --
stage                    start    end  slack (ns)  cells after the start
after CTS             F4.o_clk  music        1.78                      6
after global routing  F4.o_clk  music        1.63                      6
final                 D4.o_clk  music        1.87                      5
-- critical path, stage by stage, from the launching register on --
cell             delay (ns)
dfxtp_1                0.31
mux2_2                 0.13
a21oi_1                0.06
o32a_1                 0.17
o21ai_0                0.23
clkdlybuf4s50_1        0.53
-- power by group through the flow --
stage,registers (mW),logic [mW],clock network (mW)
finish,2.22,0.0250,2.31
global route,2.22,0.0313,2.48
CTS,2.22,0.0259,2.38
Power figures rest on the tool's default switching activity, not on a simulated workload.
