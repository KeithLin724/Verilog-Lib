===== flow/run.sh =====
#!/bin/bash
# OpenROAD 26Q1-2900-gdf79404cd8, Yosys 0.63+post, stock flow scripts
make -C /OpenROAD-flow-scripts/flow DESIGN_CONFIG=/design/flow/config.mk WORK_HOME=/design/flow/orfs finish

===== flow/config.mk =====
export PLATFORM = sky130hd
export DESIGN_NAME = Keyboard_ss_utra_adder_main
export DESIGN_NICKNAME = Keyboard_ss_utra_adder_main
export VERILOG_FILES = /design/flow/design.v
export SDC_FILE = /design/flow/constraint.sdc
export NUM_CORES = 4
export LEC_CHECK = 1
export CORE_UTILIZATION = 30

===== flow/constraint.sdc =====
current_design Keyboard_ss_utra_adder_main

set clk_period 3.6
set clk_io_pct 0.2

create_clock -name clk0 -period $clk_period [get_ports {clk}]

set non_clock_inputs [all_inputs -no_clocks]
set_input_delay [expr $clk_period * $clk_io_pct] -clock clk0 $non_clock_inputs
set_output_delay [expr $clk_period * $clk_io_pct] -clock clk0 [all_outputs]

===== flow/design.v =====
`timescale 1ns / 1ps
module Div_n_Frequency_keyboard(
    input  clk,
    output reg  o_clk
    );
    reg[27:0] counter=28'd0;
    parameter DIVISOR = 28'd100000; 
    always @(posedge clk) begin
    counter <= counter + 28'd1;
     if(counter>=(DIVISOR-1)) counter <= 28'd0;
    o_clk <= (counter<DIVISOR/2)?1'b1:1'b0;
    end
endmodule
module Keyboard_SS_ultar(
    input clk ,
    input  [2:0] in_key ,  
    output [3:0] out_singal ,  
    output [7:0]light_code, 
    output [6:0] decode ,
    output DP_out
    );
    wire[3:0]out_code_number ; 
    reg DP = 1'b0; 
    reg [7:0]light_on = 8'b00000001 ;  
    eight_pin_keyborad EPK(
        .clk(clk) ,
        .in_key(in_key) ,  
        .out_singal(out_singal) ,  
        .out_code_number(out_code_number)
    );
    always @(out_code_number) begin 
        if (out_code_number == 12) begin 
            DP <= 1'b1 ; 
        end 
        else begin 
            DP <= 1'b0 ; 
        end 
    end 
    Seven_segment_display_ultra SS_U(
        .light_on(light_on) ,
        .BCD(out_code_number) ,
        .DP(DP),  
        .light_code(light_code), 
        .decode(decode) ,
        .DP_out(DP_out)
    );
endmodule
`timescale 1ns / 1ps
module Keyboard_ss_utra_adder_main(
    input clk ,  
    input add_sig_show ,  
    input clr ,  
    input switch ,  
    input  [2:0] in_key ,  
    output [3:0] out_singal ,  
    output [7:0]light_code, 
    output [6:0] decode ,
    output DP_out
    );
    reg DP ; 
    reg [4:0]ans ;  
    reg [3:0]show_num_data[1:0] ;  
    reg [3:0]ab_number[1:0] ;  
    wire [3:0]input_num ; 
    wire get_data_states;
    wire o_clk ; 
    reg [3:0] data_2D[5:0] ;  
    wire [31:0]to_SS_ultra ;  
    initial begin 
        DP <= 1'b0 ;  
        ab_number [1] <= 4'd0 ; 
        ab_number [0] <= 4'd0 ;
        show_num_data[1] <= 4'b1111 ; 
        show_num_data[0] <= 4'b1111 ; 
        data_2D[5] <= 4'b1111 ; 
        data_2D[4] <= 4'b1111 ;
        data_2D[3] <= 4'b1111 ;
        data_2D[2] <= 4'b1111 ;
        data_2D[1] <= 4'b1111 ;
        data_2D[0] <= 4'b1111 ;
        ans <= 5'd0;
    end
    eight_pin_keyborad EPK_adder(
    .clk(clk) ,
    .in_key(in_key) ,  
    .out_singal(out_singal) ,  
    .out_code_number(input_num),  
    .out_data_stats(get_data_states)
    );
   Div_n_Frequency_keyboard Div_1000_2 (
       .clk(clk) , 
       .o_clk(o_clk)
    ) ;  
   always @(posedge o_clk) begin 
        if (clr == 1) begin 
            ab_number [1] <= 4'b0000 ; 
            ab_number [0] <= 4'b0000 ;
            ans <= 5'd0;
            show_num_data[1] <= 4'b1111; 
            show_num_data[0] <= ab_number [switch] ; 
        end 
        else begin 
            if (add_sig_show == 1) begin 
                ans <= ab_number[0] + ab_number[1] ;  
                if (ans <= 9) begin 
                    show_num_data[1] <= 4'b1111; 
                    show_num_data[0] <= ans ;
                end 
                else begin 
                    show_num_data[1] <= 4'b0001; 
                    show_num_data[0] <= ans % 10 ;
                end 
           end 
           else begin  
                 show_num_data[1] <= 4'b1111; 
                  if (get_data_states) begin 
                    ab_number [switch] <= input_num ; 
                    show_num_data[0] <= ab_number [switch] ; 
                 end 
                 show_num_data[0] <= ab_number [switch] ;
           end
        end 
    end 
    assign to_SS_ultra = {data_2D[5] , data_2D[4] , data_2D[3] , data_2D[2] , data_2D[1] , data_2D[0] ,show_num_data[1] , show_num_data[0] } ;  
    SS_display_ultra SS_U( 
    .data_BCD(to_SS_ultra) , 
    .clk(clk) ,
    .DP(DP),
    .light_code(light_code), 
    .decode(decode) ,
    .DP_out(DP_out)
    );
endmodule
`timescale 1ns / 1ps
module Seven_segment_display_ultra(
    input [7:0] light_on ,
    input [3:0] BCD ,
    input DP,  
    output [7:0]light_code, 
    output reg [6:0] decode ,
    output DP_out
    );
    assign light_code = ~light_on ;  
    assign DP_out = ~DP;
    always @(BCD) begin 
        case (BCD)
        4'b0000:  decode = ~(7'b1111110);
        4'b0001:  decode = ~(7'b0110000);
        4'b0010:  decode = ~(7'b1101101);
        4'b0011:  decode = ~(7'b1111001);
        4'b0100:  decode = ~(7'b0110011);
        4'b0101:  decode = ~(7'b1011011);
        4'b0110:  decode = ~(7'b0011111);
        4'b0111:  decode = ~(7'b1110000);
        4'b1000:  decode = ~(7'b1111111);
        4'b1001:  decode = ~(7'b1110011);  
        4'b1010:  decode = ~(7'b0000001);  
        4'b1011:  decode = ~(7'b0111110);  
        default:   decode = ~(7'b0000000);
        endcase 
    end    
endmodule
module Div_n_Frequency(
    input  clk,
    output reg  o_clk
    );
    reg[27:0] counter=28'd0;
    parameter DIVISOR = 28'd131233; 
    always @(posedge clk) begin
    counter <= counter + 28'd1;
     if(counter>=(DIVISOR-1)) counter <= 28'd0;
    o_clk <= (counter<DIVISOR/2)?1'b1:1'b0;
    end
endmodule
module SS_display_ultra( 
    input [31:0]data_BCD , 
    input clk ,
    input DP,
    output [7:0]light_code, 
    output [6:0] decode ,
    output DP_out
    );
    wire [3:0] array [7:0] ; 
    wire O_clk ; 
    reg [7:0] Light_sigle = 8'b00000001;
    reg [3:0] Count = 4'b0 ; 
    assign {array [7] ,array [6] , array [5] , array [4] , 
    array [3] ,array [2] , array [1] , array [0] } = data_BCD ;  
    Div_n_Frequency DIVto762(
        .clk(clk),
        .o_clk(O_clk)
    ) ; 
    always @(posedge O_clk)begin 
        Light_sigle[0] <= Light_sigle[7];
        Light_sigle[1] <= Light_sigle[0];
        Light_sigle[2] <= Light_sigle[1];
        Light_sigle[3] <= Light_sigle[2];
        Light_sigle[4] <= Light_sigle[3];
        Light_sigle[5] <= Light_sigle[4];
        Light_sigle[6] <= Light_sigle[5];
        Light_sigle[7] <= Light_sigle[6];
        case (Light_sigle)  
           8'b00000001 : Count = 4'b0001 ; 
           8'b00000010 : Count = 4'b0010 ;
           8'b00000100 : Count = 4'b0011 ;
           8'b00001000 : Count = 4'b0100 ;
           8'b00010000 : Count = 4'b0101 ;
           8'b00100000 : Count = 4'b0110 ;
           8'b01000000 : Count = 4'b0111 ;
           8'b10000000 : Count = 4'b1000 ;
       endcase
    end 
    Seven_segment_display_ultra SS_ultra(
        .light_on(Light_sigle),
        .BCD(array[Count]),
        .DP(DP),
        .light_code(light_code), 
        .decode(decode) ,
        .DP_out(DP_out)
    );
endmodule
`timescale 1ns / 1ps
module eight_pin_keyborad(
    input clk ,
    input  [2:0] in_key ,  
    output reg [3:0] out_singal ,  
    output reg [3:0] out_code_number,
    output reg out_data_stats
    );
    wire o_clk ; 
    reg is_in_data ;  
    Div_n_Frequency_keyboard Div_1000 (
       .clk(clk) , 
       .o_clk(o_clk)
    ) ; 
    initial begin 
        out_singal <= 4'b1000 ; 
        is_in_data <= 1'b0 ; 
        out_data_stats <= 1'b0 ; 
    end 
    always @(posedge o_clk) begin 
        out_singal [3] <= out_singal [0] ;
        out_singal [2] <= out_singal [3] ;
        out_singal [1] <= out_singal [2] ;
        out_singal [0] <= out_singal [1] ;
    end 
    always @(in_key , out_singal) begin   
        case (in_key) 
            3'b100  : begin 
                case (out_singal)
                    4'b1000 : begin  is_in_data <= 1'b1 ;  out_code_number <= 4'b0001; out_data_stats <= 1'b1 ; end  
                    4'b0100 : begin  is_in_data <= 1'b1 ;  out_code_number <= 4'b0100; out_data_stats <= 1'b1 ; end 
                    4'b0010 : begin is_in_data <= 1'b1 ;  out_code_number <= 4'b0111 ; out_data_stats <= 1'b1 ; end  
                    4'b0001 : begin is_in_data <= 1'b1 ;  out_code_number <= 4'b1100 ; out_data_stats <= 1'b1 ; end 
                endcase 
            end 
            3'b010  : begin 
                case (out_singal)
                    4'b1000 : begin  is_in_data <= 1'b1 ; out_code_number <= 4'b0010 ; out_data_stats <= 1'b1 ; end  
                    4'b0100 : begin  is_in_data <= 1'b1 ; out_code_number <= 4'b0101 ; out_data_stats <= 1'b1 ; end  
                    4'b0010 : begin  is_in_data <= 1'b1 ; out_code_number <= 4'b1000 ; out_data_stats <= 1'b1 ; end  
                    4'b0001 : begin  is_in_data <= 1'b1 ; out_code_number <= 4'b0000 ; out_data_stats <= 1'b1 ; end  
                endcase
            end 
            3'b001  : begin 
                case (out_singal)
                    4'b1000 : begin  is_in_data <= 1'b1 ;out_code_number <= 4'b0011 ; out_data_stats <= 1'b1 ; end  
                    4'b0100 : begin is_in_data <= 1'b1 ; out_code_number <= 4'b0110 ; out_data_stats <= 1'b1 ; end  
                    4'b0010 : begin is_in_data <= 1'b1 ; out_code_number <= 4'b1001 ; out_data_stats <= 1'b1 ; end  
                    4'b0001 : begin is_in_data <= 1'b1 ; out_code_number <= 4'b1011 ; out_data_stats <= 1'b1 ; end  
                endcase
            end 
            default : begin is_in_data <= 1'b0 ; out_code_number <= 4'b1111 ; out_data_stats <= 1'b0 ;end  
        endcase
    end 
endmodule

==> GITHUB_STEP_SUMMARY <==
## Implementation flow summary

| Metric | Value |
|---|---|
| Run status | complete, no violations |
| Max-slew violation total from the final report | 0 |
| Post-layout minimum cycle time | 1.894 ns |
| Area grow syn2layout | 16.83% |
| Number of global-route vias before repair | between 3,000 and 4,000 |
| Placement-stage worst setup slack | ~1.7 ns |
| Number of register pins that no clock reaches | 38 |
| Count of filler cells inserted in the layout | approximately 1,700 |
| Critical-path maximum fanout | 6 |
| Max-slew headroom | 0.5767 |
| Synth Instances | about 570 |
| Count of warning messages emitted by the tools | 31 |
| Fin worst setup slack | 1.706 ns |
| Routed WL | between 8000 and 9000 um |
| Final Hold Slack | about 0.47 ns |
| Count of TritonRoute iterations in the first routing pass | 4 |
| IR Drop Worst-Case VDD | between 0.00015 and 0.0002 V |
| Number of I/O port buffers | 25 |
| Worst Max-Slew Pin Slew | 0.6337 ns |
| Final global-route overflow total | 0 |
| Iteration-0 DRC Markers | roughly 130 |
| Top area cell types | dfxtp_1 (41%), edfxtp_1 (6.2%), xnor2_1 (5.1%) |
| Cell Area, Placed | 5862 um^2 |
| Number of levels the H-tree was split into | 3 |
| Clock root buffer master | clkbuf_16 |
| Yosys cell count | roughly 570 |
| Classification of the worst-slack hold path | flip-flop to flip-flop |
| Fin Setup TNS | 0 ns |
| Number of synthesized flops with an enable pin | 11 |
| Count of warnings emitted by yosys | 7 |
| ANT nets after route | 0 |
| Vias per cell | roughly 4.5 |
| Launching element type of the critical path | flip-flop |
| Buffer levels on the longest clock path | 2 |
| Hold Fails Final Rpt | 0 |
| Combinational cell area excluding buffers and inverters | between 2000 and 3000 um^2 |
| Final weighted congestion in routability-driven placement | a little under 0.9 |
| Placed wire-length estimate after detailed placement | about 6400 um |
| Fp util | 0.3064 |
| Overall via count from detail_route | between 3,000 and 4,000 |
| Pwr Density | 329.4 nW/um^2 |
| Setup violation total in the final timing report | 0 |
| Top Ports | 27 |
| Floorplan core area | 17,300 um^2 |
| Horizontal extent of the die | between 100 and 150 um |
| First-pass GRT wire length | ~16,000 um |
| TritonCTS clock tree | yes |
| Post-route standard cell area excluding fillers | 6192 um^2 |
| Post-Syn Area | about 5300 um^2 |
| Leakage power of the design | between 2 and 2.5 nW |
| Routed length per instance | between 10 and 15 um |
| Worst Setup Path Type | flip-flop to flip-flop |
| Endpoints left unconstrained | 68 |
| Flop and latch count out of synthesis | approximately 130 |
| Global Route Usage Sum | 0.1038 |
| Final critical-path share of the clock period | 0.5260 |
| Clk pin slew, worst setup/hold paths | around 0.06 ns |
| Maximum number of pins on one net before global-route repair | 19 |
| Dominant cell area share | 0.4117 |
| Primary FF master, synth | dfxtp_1 |
| Max cap viols | 0 |
| Count of antenna diodes in the layout | 0 |
| Post CTS Setup Buffer Count | 0 |
| Crit. End Element | flip-flop |
| Chip area | about 18,000 um^2 |
| Die height | 134.9 um |
| Clock buffer count from CTS | 9 |
| Antenna violations before repair | 0 |
| Proportion of synthesized flip-flops having asynchronous set or reset | 0 |
| Arrival time reported for the critical path endpoint | 2.16 ns |
| Post-cts sizing count | 0 |
| Average instance area after synthesis | approximately 9.2 um^2 |
| Worst skew pair latency | 0.33 ns |
| Hold_buf cts | 0 |
| Required time of the worst setup path | ~3.9 ns |
| Synthesized chip area reported by yosys | between 5000 and 6000 um^2 |
| Highest clock frequency the design can meet | roughly 530 MHz |
| Yosys cell types | roughly 64 |
| Remaining routing DRC violations | 0 |
| RSZ-0062 raised after global routing | no |
| Share of layout cells above drive strength 1 | 0.04960 |
| Core Rows | roughly 48 |
| Cell type with the highest aggregate area in the netlist | dfxtp_1 |
| Register cell area after layout | about 2600 um^2 |
| Largest clock skew in the final design | 0.005666 ns |
==> logic make-up (layout without fill, tap and decap cells) <==
kind of cell	count (synthesis)	count (layout)	share of synthesized area
muxes	10	10	0.01936
latches	5	5	0.01416
DFF	120	120	0.4740
xor gates and xnor gates	46	46	0.07602
adders and majority gates	16	16	0.03872
AOI/OAI and AO/OA	93	93	0.1152
buffers and inverters	60	80	0.04391
and+or+nand+nor	222	222	0.2172
other	2	33	0.001417
==> worst max-delay path, stage by stage (launching register included) <==
cell and delay [ns]:
dfxtp_1 0.37, ha_1 0.24, nand4_2 0.18, or3_4 0.43
or4_1 0.47, a21oi_1 0.14
==> worst paths after layout <==
| kind | slack (ns) | cells past startpoint | startpoint | end |
|---|---|---|---|---|
| max | 1.71 | 5 | EPK_adder.Div_1000.counter[0] | EPK_adder.Div_1000.counter[16] |
| min | 0.47 | 1 | EPK_adder.Div_1000.counter[16] | EPK_adder.Div_1000.o_clk |
| max reg2reg | 1.71 | 5 | EPK_adder.Div_1000.counter[0] | EPK_adder.Div_1000.counter[16] |
| min reg2reg | 0.47 | 1 | EPK_adder.Div_1000.counter[16] | EPK_adder.Div_1000.o_clk |
==> through the flow <==
| step | cells | utilization | power [mW] |
|---|---|---|---|
| finish | 850 | 0.3580 | 2.040 |
| global route | 850 | 0.3580 | 2.120 |
| CTS | 850 | 0.3580 | 2.068 |
| detailed placement | 834 | 0.3389 | 1.060 |
| global placement | 834 | 0.3389 | 1.059 |
| floorplan | 605 | - | 1.046 |
==> flip-flops by register name, indices dropped and copies added (netlist names), 3 cells and up <==
name and count:
Div_1000_2.counter 28, EPK_adder.Div_1000.counter 28, SS_U.DIVto762.counter 28, SS_U.Light_sigle 8, ab_number 8, ans 5, show_num_data 5, EPK_adder.out_code_number 4
EPK_adder.out_singal 4, SS_U.Count 3
==> cell usage in the layout, fill, tap and decap left out, types with 6 or more instances in the layout <==
cell	Yosys	final
conb_1	2	33
nand2_1	27	27
clkbuf_16	0	9
dfxtp_1	109	109
nand3_1	23	23
or3_1	14	14
o211ai_1	6	6
nand4_1	7	7
edfxtp_1	11	11
clkdlybuf4s50_1	0	25
inv_1	39	39
a21oi_1	16	16
xor2_1	15	15
mux2i_1	8	8
nor3_1	14	14
o21ai_0	28	28
nor2_1	71	71
nor4_1	23	23
xnor2_1	31	31
and2_1	9	9
nor2b_1	6	6
a211oi_1	7	7
ha_1	14	14
==> final cells by class <==
class / count / share of cell area
Clock buffer: 10 / 0.03859
Clock inverter: 6 / 0.01475
Inverter: 39 / 0.02364
Multi-Input combinational cell: 420 / 0.4193
Sequential cell: 125 / 0.4179
Tap cell: 225 / 0.04546
Timing Repair Buffer: 25 / 0.04041
==> layer usage <==
metal	track usage	share of wire	vias up
li1	-	-	2056
met1	0.1585	0.51	1696
met2	0.1624	0.44	44
met3	0.01839	0.039	9
met4	0.01124	0.011	0
met5	0	0	-
==> synthesized netlist by cell type, types with 2 or more instances <==
cell and count:
a211oi_1 7, a21o_1 4, a21oi_1 16, a311oi_1 3, a31oi_1 3, a41oi_1 2
and2_1 9, and3_1 2, and3b_1 2, and4_1 2, buf_2 3, clkbuf_1 17
conb_1 2, dfxtp_1 109, dlxtn_1 5, edfxtp_1 11, ha_1 14, inv_1 39
mux2_2 2, mux2i_1 8, nand2_1 27, nand2b_1 4, nand3_1 23, nand4_1 7
nand4_2 2, nor2_1 71, nor2b_1 6, nor3_1 14, nor3b_1 2, nor4_1 23
o211ai_1 6, o21a_1 3, o21ai_0 28, o22ai_1 3, o31ai_1 2, o32a_1 3
or2_2 5, or3_1 14, or4_1 2, xnor2_1 31, xor2_1 15
==> power by group <==
| group | switching [mW] | internal, mW | total [mW] |
|---|---|---|---|
| clock | 0.371 | 0.631 | 1.00 |
| sequential | 0.00527 | 0.990 | 0.995 |
| combinational | 0.0236 | 0.0186 | 0.0422 |
Power is estimated from default activity; no workload was simulated.
