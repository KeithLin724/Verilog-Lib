## /design/flow/constraint.sdc

```tcl
current_design change_color_PWM

set clk_period 2.8
set clk_io_pct 0.2

create_clock -name clk0 -period $clk_period [get_ports {clk}]

set non_clock_inputs [all_inputs -no_clocks]
set_input_delay [expr $clk_period * $clk_io_pct] -clock clk0 $non_clock_inputs
set_output_delay [expr $clk_period * $clk_io_pct] -clock clk0 [all_outputs]
```

## /design/flow/design.v

```verilog
`timescale 1ns / 1ps
module Div_n_Frequency_Plus(
    input  clk,
    input [27:0]DIVISOR,
    output reg  o_clk
    );
    reg[27:0] counter=28'd0;
    always @(posedge clk) begin
    counter <= counter + 28'd1;
     if(counter>=(DIVISOR-1))
        counter <= 28'd0;
    o_clk <= (counter<DIVISOR/2)?1'b1:1'b0;
    end
endmodule
module PWM_Generator(
    input clk , 
    input [6:0]PWM__Duty_Cycle ,  
    output reg PWM_o_clk 
    );
    reg [6:0]PWM__Duty_Cycle_in ;  
    reg [27:0]D_Frequency_x100 = 28'd2000 ;  
    reg [6:0] Count ; 
    wire o_clk_tran ; 
    initial begin 
        Count <= 7'd0 ; 
    end
    always @(PWM__Duty_Cycle)begin 
        PWM__Duty_Cycle_in  <= PWM__Duty_Cycle ;  
        if (PWM__Duty_Cycle > 100) 
            PWM__Duty_Cycle_in <= 7'd100;
    end
    Div_n_Frequency_Plus DivTo_50000(
    .clk(clk),
    .DIVISOR(D_Frequency_x100) , 
    .o_clk(o_clk_tran)
    );
    always @(posedge o_clk_tran) begin
        if(Count < 100)
            Count <= Count + 28'd1;
        else 
            Count <= 28'd0;
        PWM_o_clk <= (Count < PWM__Duty_Cycle_in)?1'b1:1'b0;
    end
endmodule
`timescale 1ns / 1ps
module change_color_PWM(
    input clk , 
    output [2:0]RGB  
    );
    reg [6:0] RGB_Count [2:0] ;
    wire main_clk ;
    reg [27:0]Div_2000000 = 28'd5000000; 
    Div_n_Frequency_Plus DivTo_2000000 (
    .clk(clk),
    .DIVISOR(Div_2000000),
    .o_clk(main_clk)
    ); 
    initial begin 
        RGB_Count[2] <= 7'd50 ;
        RGB_Count[1] <= 7'd0 ;
        RGB_Count[0] <= 7'd0 ;
    end
    PWM_Generator Red(
        .clk(clk) , 
        .PWM__Duty_Cycle(RGB_Count[2]) , 
        .PWM_o_clk (RGB[2])
    );
    PWM_Generator Green(
        .clk(clk) , 
        .PWM__Duty_Cycle(RGB_Count[1]) , 
        .PWM_o_clk (RGB[1])
    );
    PWM_Generator Blue(
        .clk(clk) , 
        .PWM__Duty_Cycle(RGB_Count[0]) , 
        .PWM_o_clk (RGB[0])
    );
    always @(posedge main_clk) begin
        if (RGB_Count[2] > 0 && RGB_Count[1] != 50 && RGB_Count[0] == 0 ) begin 
            RGB_Count[2] <= RGB_Count[2] - 7'd1 ; 
            RGB_Count[1] <= RGB_Count[1] + 7'd1 ;
        end 
        else if (RGB_Count[2] == 0 && RGB_Count[1] > 0 && RGB_Count[0] != 50 ) begin 
            RGB_Count[1] <= RGB_Count[1] - 7'd1 ; 
            RGB_Count[0] <= RGB_Count[0] + 7'd1 ;
        end 
        else if (RGB_Count[2] != 50 && RGB_Count[1] == 0 && RGB_Count[0] > 0 ) begin 
            RGB_Count[0] <= RGB_Count[0] - 7'd1 ; 
            RGB_Count[2] <= RGB_Count[2] + 7'd1 ;
        end 
    end
endmodule
```

## /design/flow/run.sh

```bash
#!/bin/bash
# OpenROAD 26Q1-2900-gdf79404cd8, Yosys 0.63+post, stock flow scripts
make -C /OpenROAD-flow-scripts/flow DESIGN_CONFIG=/design/flow/config.mk WORK_HOME=/design/flow/orfs finish
```

## /design/flow/config.mk

```make
export PLATFORM = sky130hd
export DESIGN_NAME = change_color_PWM
export DESIGN_NICKNAME = change_color_PWM
export VERILOG_FILES = /design/flow/design.v
export SDC_FILE = /design/flow/constraint.sdc
export NUM_CORES = 4
export LEC_CHECK = 1
export CORE_UTILIZATION = 40
```

==> results_dict.tcl <==
# implementation run metrics
set metrics [dict create \
    start_kind "flip-flop" \
    cp.required_ns 3.05 \
    yosysUniqueCellTypes 49 \
    finalCriticalPeriod_ns 2.11 \
    rows 46 \
    drc_errors 0 \
    cp-end-kind "flip-flop" \
    crit_type "reg -> reg" \
    ir_worst_vdd_mv 0.507 \
    synth-seq-cells 161 \
    ys_sh_simple 0.193 \
    warnings 25 \
    skew_ns 0.00722 \
    powerDensity_nw_per_um2 493 \
    status "finished, final reports clean" \
    die_area_um2 16900 \
    via_per_inst 4.61 \
    port_buffers 3 \
    postCtsSetupRepairBufs 0 \
    dp_hpwl_mm 6.86 \
    slew_headroom 0.546 \
    critPathArrivalTime_ns 2.35 \
    fp.dieW_um 130 \
    worst_pin_slew_ns 0.681 \
    dr.first_iter.drc_count 167 \
    cts_buffers 17 \
    logic_area_um2 3160 \
    setup_tns_ns 0 \
    p_leak_uw 0.00296 \
    maxCapViolCount 0 \
    yosys_most_used_dff "dfxtp_1" \
    ys_sh_xor 0.101 \
    hold_buffers 0 \
    rsz0062_at_grt "false" \
    yosys_area_um2 6550 \
    core_util_floorplan 0.411 \
    unconstrained_endpoints 69 \
    worst-r2r-cell-count 4 \
    setup_viol 0 \
    die_h_um 130 \
    cts_max_path_buffers 2 \
    switching_share 0.188 \
    seq_power_share 0.461 \
    gp_congestion 0.821 \
    maxSlewViolCount 0 \
    synth_area_per_cell_um2 10.2 \
    grt_pass1_wl_mm 17.5 \
    num_vias 4313 \
    finalHoldViolCount 0 \
    ys_warn_count 5 \
    ys_cells 643 \
    syn_to_final_growth_pct 15.3 \
    ant_nets 0 \
    fa_ha_area_frac 0.0856 \
    cp_max_fo 22 \
    cts-resized-gates 0 \
    netSwitchingPower_uw 698 \
    p_int_uw 3020 \
    combinationalPowerShare 0.004 \
    coreArea_um2 15900 \
    htree_num_levels 4 \
    async_reset_ff_frac 0 \
    hold_path_depth 1 \
    grtUsageTotal 0.128 \
    cts_tree "yes" \
    seq_area_um2 3430 \
    syn-instance-count 643 \
    mux_share 0.00382 \
    topCombFamilyByArea "simple AND/OR/NAND/NOR gates" \
    clock_latency_ns 0.40 \
    unclocked_regs 45 \
    routedWlPerCell_um 10.1 \
    insertedDiodeCount 0 \
    drive_gt1_frac 0.0542 \
    drt-total-wl_mm 9.50 \
    totalPowerFinal_uw 3720 \
    synth-compound-area-share 0.0673 \
    finalClockPeriodUsage 0.752 \
    edf_count 21 \
    antenna_found_initial 0 \
    max_freq_mhz 475 \
    hp-class "reg -> reg" \
    ios 4 \
    synth_area_um2 6550 \
    clkTransAtPathRegs_ns 0.05 \
    postSynthSeqShare 0.524 \
    grt_max_degree 23 \
    grt-ovfl-total 0 \
    drt_first_pass_iters 4 \
    first_global_vias 4117 \
    cts-root-buf "clkbuf_16" \
    postLayoutCoreUtil 0.474 \
    fill_cells 1396 \
    pwr-share-clk 0.535 \
]
[kinds of logic after synthesis]
kind of cell | Yosys count
mux | 2
flops | 161
fa+ha+maj | 43
xor+xnor | 75
buf+inv | 36
other cells | 1
simple gates | 258
compound gates | 67
[routing by layer]
metal / global-route usage / up-vias / part of all wire
met5: 0 / - / 0
met4: 0.0185 / 0 / 0.012
met3: 0.0251 / 9 / 0.026
met2: 0.201 / 42 / 0.45
met1: 0.193 / 1961 / 0.51
li1: - / 2301 / -
[cells in the mapped netlist (3+ instances only)]
| cell type | count | share of area |
|---|---|---|
| o31ai_1 | 6 | 0.0069 |
| nand2_1 | 34 | 0.019 |
| nor3_1 | 11 | 0.0084 |
| or3_1 | 4 | 0.0038 |
| dfxtp_1 | 140 | 0.43 |
| nor2_1 | 108 | 0.062 |
| a21oi_1 | 18 | 0.014 |
| inv_1 | 22 | 0.013 |
| clkbuf_1 | 7 | 0.0040 |
| o21ai_0 | 13 | 0.0099 |
| nor4_1 | 15 | 0.014 |
| or4_1 | 4 | 0.0046 |
| and3_1 | 15 | 0.014 |
| nand3_1 | 34 | 0.026 |
| edfxtp_1 | 21 | 0.096 |
| fa_1 | 3 | 0.0092 |
| buf_4 | 3 | 0.0034 |
| a211oi_1 | 5 | 0.0057 |
| xor2_1 | 35 | 0.047 |
| nand4_1 | 14 | 0.013 |
| nand2b_1 | 6 | 0.0057 |
| a21o_1 | 11 | 0.013 |
| xnor2_1 | 39 | 0.052 |
| ha_1 | 40 | 0.076 |
| nor2b_1 | 4 | 0.0038 |
[through the flow]
step           instance area (µm²)  instances  hold WS [ns]  setup slack (ns)
3_5_place_dp                  6990        905         0.446             0.707
5_1_grt                       7550        936         0.480             0.534
4_1_cts                       7550        936         0.458             0.696
2_1_floorplan                 6750        698         0.413              1.13
6_report                      7550        936         0.458             0.695
3_3_place_gp                  6990        905         0.424             0.779
[layout by cell type, fill, tap and decap left out, types with 21 or more instances in the layout]
cell type    n
nor2_1     108
conb_1      56
xnor2_1     39
inv_1       22
nand2_1     34
ha_1        40
xor2_1      35
dfxtp_1    140
nand3_1     34
edfxtp_1    21
[worst paths after layout]
kind | from | endpoint | slack [ns]
setup / recovery | DivTo_2000000.counter[26] | DivTo_2000000.counter[21] | 0.69
hold / removal | Blue.DivTo_50000.counter[0] | Blue.DivTo_50000.counter[0] | 0.46
setup reg to reg | DivTo_2000000.counter[26] | DivTo_2000000.counter[21] | 0.69
hold reg to reg | Blue.DivTo_50000.counter[0] | Blue.DivTo_50000.counter[0] | 0.46
[flip-flops by register name, indices dropped and copies added, names as in the netlist]
signal	flops
Green.PWM_o_clk	1
Blue.PWM_o_clk	1
DivTo_2000000.o_clk	1
Green.DivTo_50000.o_clk	1
DivTo_2000000.counter	28
Green.Count	7
Red.DivTo_50000.counter	28
Blue.DivTo_50000.o_clk	1
Red.Count	7
Green.DivTo_50000.counter	28
Red.PWM_o_clk	1
RGB_Count	21
Blue.DivTo_50000.counter	28
Blue.Count	7
Red.DivTo_50000.o_clk	1
[cell type report]
| class | instances | area share |
|---|---|---|
| sequential | 161 | 0.455 |
| clock buffer | 21 | 0.0597 |
| tap | 216 | 0.0358 |
| clock inverter | 10 | 0.0144 |
| multi-input combinational | 501 | 0.419 |
| inverter | 23 | 0.0114 |
| timing repair buffer | 4 | 0.00497 |
[critical path, cell delays in order (launching register included)]
cell and delay, ns:
dfxtp_1 0.29, or4_1 0.55, nor4_1 0.39, a21o_1 0.62, nor2_1 0.12
[power groups by stage]
| stage | logic (µW) | clock network (µW) | registers (µW) |
|---|---|---|---|
| 4_1_cts | 15.2 | 2040 | 1710 |
| 5_1_grt | 19.7 | 2120 | 1720 |
| 6_report | 14.4 | 1990 | 1720 |
Power and IR drop assume default switching activity.
